$ cat /design/flow/config.mk
export PLATFORM = sky130hd
export DESIGN_NAME = Mux32_16
export DESIGN_NICKNAME = Mux32_16
export VERILOG_FILES = /design/flow/design.v
export SDC_FILE = /design/flow/constraint.sdc
export NUM_CORES = 4
export LEC_CHECK = 1
export CORE_AREA = 10 10 216 216
export DIE_AREA = 0 0 226 226
$ cat /design/flow/run.sh
#!/bin/bash
# OpenROAD 26Q1-2900-gdf79404cd8, Yosys 0.63+post, stock flow scripts
make -C /OpenROAD-flow-scripts/flow DESIGN_CONFIG=/design/flow/config.mk WORK_HOME=/design/flow/orfs finish
$ cat /design/flow/constraint.sdc
current_design Mux32_16

set clk_period 6.7
set clk_io_pct 0.2

create_clock -name clk0 -period $clk_period

set non_clock_inputs [all_inputs -no_clocks]
set_input_delay [expr $clk_period * $clk_io_pct] -clock clk0 $non_clock_inputs
set_output_delay [expr $clk_period * $clk_io_pct] -clock clk0 [all_outputs]
$ cat /design/flow/design.v
module Mux32_16 (input logic [31:0] in0, in1, in2, in3, in4, in5, in6, in7, in8, in9, in10, in11, in12, in13, in14, in15,
                 input logic [3:0] sel,
                 output logic [31:0] out);
always_comb
    case (sel)
        0:  out = in0;
        1:  out = in1;
        2:  out = in2;
        3:  out = in3;
        4:  out = in4;
        5:  out = in5;
        6:  out = in6;
        7:  out = in7;
        8:  out = in8;
        9:  out = in9;
        10: out = in10;
        11: out = in11;
        12: out = in12;
        13: out = in13;
        14: out = in14;
        15: out = in15;
    endcase
endmodule: Mux32_16
==> qor.yml <==
outcome: "finished, final reports clean"
top_area_share_pct: 15.4
max-cap-violations: 0
top_area_cell: "a22oi_1"
relSlewSlack_pct: 45.1
place.gp.congestion: 0.964
grt_max_degree: 48
slew_viol_final: 0
finalSetupViolations: 0
combPwrFrac_pct: 100.0
postCtsSetupBuffers: 0
power.density_nw_per_um2: 68.7
wl_um: 47200
timing.critical_path.buf_inv: 3
syn_inst: 607
vias: 7933
clkbuf_count: 0
dpl.cell_count: 1634
yosys-stat-area_um2: 4100
synthTopCellsByArea: "a22oi_1 15%, a22o_1 12%, a2111oi_2 7.3%"
fin_crit_ps: 5520
crit_fanout: 31
synth_area_per_cell_um2: 6.75
p_sw_share_pct: 39.8
dieWidth_um: 226
routed_via_density: 4.85
dp_hpwl_um: 39700
endpoint_kind: "output pin"
coreArea_um2: 41900
num_rows: 75
grt_pass1_vias: 8665
internal_power_mw: 0.417
power.clock.fraction_pct: 0
fmax_ghz: 0.181
synth_seq_share_pct: 0
initial_core_util_pct: 9.76
synth.distinct_cells: 46
fp.dieH_um: 226
p_leak_nw: 3.38
avgRoutedWirePerCell_um: 28.8
power.total_mw: 0.692
flop_area_um2: 0
whs_ps: 3620
setup_tns_ps: 0
postCtsResizedCells: 0
fillerInstances: 4513
yosys_cells: 607
netlist_area_um2: 4100
grt_pass1_wl_um: 63500
min_path_type: "input pin to output pin"
period_used_pct: 82.4
grt_usage_pct: 17.5
portBuffers: 548
rsz0062_at_grt: "no"
worst_slew_pin_slew_ps: 821
ant_nets: 0
ys_warn_count: 1
slowest_delay_ps: 530
crit_chain: "buf_2 -> buf_4 -> nand2b_1 -> nor2_1 -> a221o_1 -> nand2_1 -> a31oi_1 -> clkdlybuf4s50_1"
drtPass1Iterations: 6
pin_count: 548
finalNonFillerCells: 1635
seq_power_share_pct: 0
cp_slowest_cell: "clkdlybuf4s50_1"
hold_viol_final: 0
die-area_um2: 51100
grt-ovfl-total: 0
syn_to_final_growth_pct: 146
logic_area_um2: 3750
worstPathRequired_ps: 5360
antenna_found_initial: 3
warnings: 32
irDropWorstVdd_uv: 21.0
drc: 0
cp_top_family: "buffers and inverters"
cp.arrival_ps: 4180
crit_path_start_kind: "input pin"
drtIter0Drc: 537
flops: 0
path_class: "input pin to output pin"
drive_gt1_share_pct: 6.03
postCtsHoldBufs: 0
p_switching_mw: 0.275
path summary, 6_finish.rpt:
check | endpoint | cells after the start | slack (ps) | startpoint
hold / removal | out[30] | 4 | 3620 | in0[30]
setup / recovery | out[23] | 8 | 1180 | sel[2]
Yosys cell counts, drive strengths merged, types with 4 or more instances:
| master | instances |
|---|---|
| a22oi | 84 |
| a22o | 56 |
| nand3 | 50 |
| buf | 42 |
| clkbuf | 41 |
| nor2 | 40 |
| o21ai | 38 |
| o22ai | 32 |
| a21oi | 30 |
| a221oi | 28 |
| a31oi | 28 |
| mux2i | 24 |
| a2111oi | 23 |
| a211o | 23 |
| nand2 | 16 |
| nor2b | 8 |
| and2 | 5 |
| nand2b | 5 |
| a211oi | 4 |
| nor3 | 4 |
power by group through the flow:
stage	Sequential [mW]	Clock [mW]	Combinational [mW]
5_1_grt	0	0	0.732
6_report	0	0.0000000200	0.692
4_1_cts	0	0	0.695
cells by family after synthesis:
family / count (synthesis) / share of synthesized area (%)
AND-OR/OR-AND: 363 / 68.3
multiplexers: 24 / 5.87
buffers and inverters: 86 / 10.1
AND/OR/NAND/NOR: 134 / 15.7
cells in the final DEF, fill, tap and decap left out, types with 3 or more instances in the layout:
cell	instances
clkdlybuf4s50_1	544
a22oi_1	84
a22o_1	56
nand3_1	50
o21ai_0	38
nor2_1	35
o22ai_1	32
a21oi_1	30
a221oi_1	28
a31oi_1	28
buf_4	25
mux2i_1	24
a211o_1	23
a2111oi_2	20
nand2_1	13
nor2b_4	5
nand2b_1	5
nor3_1	4
a211oi_1	4
nor2b_1	3
nor2_4	3
o32ai_1	3
nand2_2	3
o32a_1	3
a2111oi_0	3
metrics by stage:
step | area [um2] | util [%] | worst slack, ps
final | 10100 | 24.0 | 1180
after global routing | 10100 | 24.0 | 1040
after CTS | 10100 | 24.0 | 1190
after detailed placement | 10100 | 24.0 | 1200
after global placement | 10100 | 24.0 | 1190
after floorplan | 4100 | - | 2780
area by class of cell:
type | count | share of cell area [%]
diodes | 1 | 0.0248
repair buffers | 571 | 56.0
well taps | 539 | 6.69
inverters | 3 | 0.112
multi-input cells | 521 | 37.2
routing by layer:
metal,track usage [%],routed length [um],share of wire [%]
met1,19.7,17600,37
met2,31.1,23500,50
met5,0,9,0.019
met4,5.71,1680,3.6
met3,4.72,4370,9.3
No activity file was given, so power comes from the tool's default toggle rates.

[design/flow/run.sh]
#!/bin/bash
# OpenROAD 26Q1-2900-gdf79404cd8, Yosys 0.63+post, stock flow scripts
make -C /OpenROAD-flow-scripts/flow DESIGN_CONFIG=/design/flow/config.mk WORK_HOME=/design/flow/orfs finish
[design/flow/config.mk]
export PLATFORM = sky130hd
export DESIGN_NAME = Multiplication
export DESIGN_NICKNAME = Multiplication
export VERILOG_FILES = /design/flow/design.v
export SDC_FILE = /design/flow/constraint.sdc
export NUM_CORES = 4
export LEC_CHECK = 1
export CORE_UTILIZATION = 50
[design/flow/constraint.sdc]
current_design Multiplication

set clk_period 13.4
set clk_io_pct 0.2

create_clock -name clk0 -period $clk_period [get_ports {clock}]

set non_clock_inputs [all_inputs -no_clocks]
set_input_delay [expr $clk_period * $clk_io_pct] -clock clk0 $non_clock_inputs
set_output_delay [expr $clk_period * $clk_io_pct] -clock clk0 [all_outputs]
[design/flow/design.v]
module Multiplication (
    input logic clock, reset, enable,
    input logic [31:0] A, B,
    output logic [1:0] stateOut,
    output reg [31:0] HI, LO
);
reg [31:0] multiplier, multiplicand;
reg [63:0] result;
reg [5:0] counter;
reg negative;
enum logic [1:0] {
    START = 2'b0, TEST, WRITE, DONE
} state;
assign stateOut = state;
always @ (posedge clock, posedge reset) begin
    if (reset) begin
        state <= START;
        counter <= 5'b0;
        result <= 64'b0;
        multiplier <= 32'b0;
        multiplicand <= 32'b0;
        HI <= 32'b0;
        LO <= 32'b0;
    end
    else begin
        case (state)
            START: begin
                if (!enable) begin
                    state <= START;
                end
                else begin
                    if (A[31] == B[31])
                        negative <= 0;
                    else
                        negative <= 1;
                    if (A[31])
                        multiplier <= (~A + 1);
                    else
                        multiplier <= A;
                    if (B[31])
                        multiplicand <= (~B + 1);
                    else
                        multiplicand <= B;
                    result <= 0;
                    state <= TEST;
                end
            end
            TEST: begin
                if (counter == 6'd32) begin
                    if (negative == 1)
                        result <= (~result + 1);
                    state <= WRITE;
                end
                else begin
                    if (multiplicand[0])
                        result <= result + multiplier;
                    multiplier <= multiplier << 1;
                    multiplicand <= multiplicand >> 1;
                    counter <= counter + 6'd1;
                    state <= TEST;
                end
            end
            WRITE: begin
                HI <= result[63:32];
                LO <= result[31:0];
                state <= DONE;
            end
            DONE: begin
                counter <= 5'b0;
                result <= 64'b0;
                multiplier <= 32'b0;
                multiplicand <= 32'b0;
                state <= START;
            end
        endcase
    end
end
endmodule
==> results.py <==
# Flow results
metrics = {
    "finish": {
        "drive_above_1_share_pct": 9.40,
        "layout_top_cell": "dfrtp_1",
        "area_growth_pct": 17.8,
        "fin_util_pct": 60.4,
        "layoutNonFillerInstCount": 1969,
        "final_cell_mix": "199 x dfrtp_1, 178 x o21ai_0, 157 x nand2_1, 151 x a21oi_1, 134 x nor2_1",
        "design_area_um2": 15300,
    },
    "synthesis": {
        "top_area_cell": "dfrtp_1",
        "yosysWarnings": 1,
        "synthAoiAreaFrac_pct": 22.6,
        "area_leaders": "dfrtp_1 38%, o21ai_0 6.9%, a21oi_1 5.8%",
        "netlist_instances": 1536,
        "synth.distinct_cells": 76,
        "synthArstFlopShare_pct": 99.5,
        "yosys_area_um2": 13000,
        "netlist_area_um2": 13000,
        "yosys_most_used_dff": "dfrtp_1",
        "top_area_share_pct": 38.4,
        "syn_avg_cell_area_um2": 8.48,
        "synth_flops": 201,
        "yosys_cells": 1536,
        "synth-simple-area-share_pct": 19.6,
        "muxShareOfSynthArea_pct": 5.92,
        "seq_area_frac_synth_pct": 38.6,
        "top_logic_kind": "AND-OR/OR-AND gates",
        "edf_count": 1,
        "ys_sh_xor_pct": 5.78,
        "yosys.area_share.adder_pct": 3.71,
    },
    "job": {
        "tool_warnings": 29,
        "drv_cap": 0,
    },
    "clock_tree": {
        "clock-sinks": 201,
        "htreeDepth": 1,
        "cts_tree": "done",
        "cts_root_buf": "clkbuf_16",
        "clockBufferDepth": 3,
        "clk_pin_slew_ns": 0.06,
        "cts-buffers-inserted": 23,
        "clock_latency_ns": 0.52,
        "hold_buffers": 0,
        "cts.repair.resized": 0,
        "postCtsSetupRepairBufs": 0,
    },
    "critical_path": {
        "end_kind": "flip-flop",
        "cp.arrival_ns": 5.79,
        "start_kind": "primary input",
        "critPathKind": "in -> reg",
        "crit_path_max_fanout": 4,
        "worstPathRequired_ns": 13.78,
    },
    "grt": {
        "grt.overflow.total": 0,
        "gr-usage-met1_pct": 44.2,
        "met3_usage_pct": 3.36,
        "grt_pass1_wl_um": 56400,
        "antenna_found_initial": 0,
        "use_met2_pct": 41.2,
        "grt_max_degree": 102,
        "busiest_layer": "met1",
        "grt_pass1_vias": 10700,
        "grt_usage_pct": 27.5,
    },
    "place": {
        "place_inst": 1927,
        "post_dp_cell_area_um2": 14600,
        "pre_cts_ws_ns": 7.45,
        "globalplace.congestion": 0.931,
        "hpwl_um": 24400,
        "placement.io_buffers": 132,
    },
    "timing": {
        "finalClockPeriodUsage_pct": 40.4,
        "finalSetupViolCount": 0,
        "clock.fmax_mhz": 185,
        "rsz0062_at_grt": "false",
        "worstMarginPinSlew_ns": 0.858,
        "max-slew-margin-rel_pct": 42.6,
        "fin_skew_ns": 0.0134,
        "hold_violations": 0,
        "fin_ws_ns": 7.99,
        "period_needed_ns": 5.41,
        "fin_hold_ws_ns": 0.482,
        "tns_ns": 0,
        "slew_violations": 0,
    },
    "power": {
        "powerDensity_nw_per_um2": 165,
        "power_frac_seq_pct": 36.2,
        "power_mw": 2.52,
        "p_leak_nw": 6.12,
        "p_clk_share_pct": 24.4,
        "ir_drop_v": 0.000116,
        "p_switching_mw": 1.03,
        "combPwrFrac_pct": 39.4,
        "p_int_mw": 1.50,
        "swShare_pct": 40.7,
    },
    "drt": {
        "wl_per_cell_um": 17.6,
        "insertedDiodeCount": 0,
        "drc": 0,
        "vias": 11600,
        "drtAntennaViolNets": 0,
        "dr.pass1.iters": 7,
        "viasPerCell": 5.91,
        "drt_iter0_markers": 869,
        "drt_wl_total_um": 34700,
    },
    "floorplanning": {
        "chipArea_um2": 26700,
        "core_area_um2": 25400,
        "die_x_um": 163,
        "fp.dieH_um": 163,
        "pin_count": 133,
        "fp-utilization_pct": 51.3,
        "rows": 58,
    },
    "outcome": {
        "outcome": "finished clean",
    },
    "hold_path": {
        "hold_path.class": "reg -> reg",
    },
}
path summary, 6_finish.rpt:
path,endpoint,from,cells past startpoint,slack [ns]
max,multiplicand[29]$_DFFE_PP0P_,B[4],11,7.99
max reg2reg,result[36]$_DFFE_PP0P_,result[0]$_DFFE_PP0P_,13,9.05
min in group asynchronous,multiplier[0]$_DFFE_PP0P_,reset,2,2.72
max in group asynchronous,LO[27]$_DFFE_PP0P_,reset,3,9.47
min,multiplicand[24]$_DFFE_PP0P_,multiplicand[24]$_DFFE_PP0P_,2,0.48
min reg2reg,multiplicand[24]$_DFFE_PP0P_,multiplicand[24]$_DFFE_PP0P_,2,0.48
cells by family after synthesis:
family	Yosys count
mux	69
compound gates	502
fa+ha+maj	38
flops	201
buf+inv	128
xor+xnor	86
simple gates	512
cell usage after synthesis (all sizes together) (4+ instances only):
library cell,instances
and3,18
buf,14
xnor2,26
a22oi,14
and2,8
nor2b,9
o22ai,12
o2111ai,6
or3,33
nor3b,5
nor2,136
o311ai,5
mux2i,4
or4,16
clkbuf,77
nand4,15
nand3,24
xor2,60
dfrtp,200
nor3,37
o41ai,11
nand2b,9
a21o,9
nor4,21
nand2,159
a31oi,14
a21oi,152
inv,37
a22o,9
ha,37
nor4b,5
and4,4
o31ai,28
mux2,65
o21a,11
o21ai,200
o21bai,4
or2,6
power groups by stage:
stage	logic [mW]	clock network, mW	registers (mW)
final	0.995	0.616	0.914
after global routing	1.12	0.654	0.932
after CTS	0.990	0.628	0.909
area by class of cell:
| cell class | count | area [µm²] |
|---|---|---|
| Sequential cell | 201 | 5040 |
| Tap cell | 330 | 413 |
| Fill cell | 2241 | 10100 |
| Inverter | 37 | 146 |
| Clock buffer | 33 | 653 |
| Multi-Input combinational cell | 1207 | 7540 |
| Clock inverter | 9 | 82.6 |
| Timing Repair Buffer | 152 | 1470 |
critical path, cell delays in order:
cell	delay [ns]
clkdlybuf4s50_1	0.45
or4_4	0.58
nor3_4	0.18
nand3_1	0.16
or3_1	0.41
or3_4	0.39
or3_1	0.38
o21ai_2	0.13
xor2_1	0.17
a2bb2oi_1	0.17
o21ai_1	0.07
flip-flops by register name (all words and copies together), names as in the netlist, named ones only:
| register | flops |
|---|---|
| multiplier | 32 |
| counter | 6 |
| multiplicand | 32 |
| result | 64 |
| HI | 32 |
| state | 1 |
| negative | 1 |
| LO | 32 |
per-layer routing:
metal,vias up,wire (µm)
li1,5772,-
met1,5451,17000
met2,363,15100
met3,49,1940
met4,0,687
met5,-,0
Power and IR drop assume default switching activity.

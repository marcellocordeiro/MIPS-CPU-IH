==> ./design.v <==
module Mux5_8 (input logic [4:0] in0, in1, in2, in3, in4, in5, in6, in7,
               input logic [2:0] sel,
               output logic [4:0] out);
always_comb
    case (sel)
        0:  out = in0;
        1:  out = in1;
        2:  out = in2;
        3:  out = in3;
        4:  out = in4;
        5:  out = in5;
        6:  out = in6;
        7:  out = in7;
    endcase
endmodule: Mux5_8
==> ./run.sh <==
#!/bin/bash
# OpenROAD 26Q1-2900-gdf79404cd8, Yosys 0.63+post, stock flow scripts
make -C /OpenROAD-flow-scripts/flow DESIGN_CONFIG=/design/flow/config.mk WORK_HOME=/design/flow/orfs finish
==> ./config.mk <==
export PLATFORM = sky130hd
export DESIGN_NAME = Mux5_8
export DESIGN_NICKNAME = Mux5_8
export VERILOG_FILES = /design/flow/design.v
export SDC_FILE = /design/flow/constraint.sdc
export NUM_CORES = 4
export LEC_CHECK = 1
export CORE_AREA = 10 10 70 70
export DIE_AREA = 0 0 80 80
==> ./constraint.sdc <==
current_design Mux5_8

set clk_period 1.6
set clk_io_pct 0.2

create_clock -name clk0 -period $clk_period

set non_clock_inputs [all_inputs -no_clocks]
set_input_delay [expr $clk_period * $clk_io_pct] -clock clk0 $non_clock_inputs
set_output_delay [expr $clk_period * $clk_io_pct] -clock clk0 [all_outputs]
==> reports/qor.yml <==
run_status:
  status: "finished, violations left"
  failed_checks: "setup timing"
grt:
  first_global_vias: 661
  track_usage_pct: 5.13
  antenna_found_initial: 0
  grt_overflow_total: 0
  grt_max_degree: 13
  grt_first_pass_wirelength_um: 2790
setup_path:
  cp_cell_sequence: "buf_8 > or2b_1 > a22o_1 > o32a_1 > buf_2"
  crit_path_max_fanout: 4
  crit_family: "AND-OR/OR-AND gates"
  path_buffers: 2
  worstSetupPathDepth: 5
  start_kind: "input pin"
  crit_required_ns: 1.28
  end_kind: "output port"
  max_stage_delay_ns: 0.34
  path_class: "in -> out"
  slowest_stage: "o32a_1"
  arrival_ns: 1.30
drt:
  dr.pass1.iters: 2
  via_per_inst: 4.12
  antenna_cells: 0
  first_iter_violations: 10
  route.vias.total: 602
  postRouteAntennaNets: 0
  drcViolationCount: 0
  drt-wirelength-per-cell_um: 13.1
  wl_um: 1910
yosys:
  syn_area_per_cell_um2: 7.66
  synth_stat.cells: 48
  ys_types: 19
  postSynthSeqShare_pct: 0
  syn_area_um2: 368
  synthCells: 48
  ys_chip_area_um2: 368
  ys_warn_count: 1
timing:
  rsz0062_at_grt: "yes"
  max_clock_freq_mhz: 618
  drv_slew: 0
  fin_ws_ns: -0.0181
  tns_ns: -0.0181
  hold_viol: 0
  worst_pin_slew_ns: 0.219
  post-route-min-period_ns: 1.62
  min_period_over_period_pct: 101
  slew_headroom_pct: 85.3
  setup_viol: 1
placement:
  pre_cts_ws_ns: -0.769
  place.gp.congestion: 0.802
  placed_area_um2: 918
  dp.cells: 143
  hpwlAfterDp_um: 1610
  io_buffers: 48
cells_and_area:
  num-fill-cells: 390
  area_growth_pct: 166
  fin_util_pct: 28.6
  ff_count: 0
  final_cell_area_um2: 977
  clock_buffers: 0
  layout.cells.non_filler: 146
  drive_above_1_share_pct: 31.0
  flop_area_um2: 0
floorplanning:
  ios: 48
  rows: 21
  core_area_mm2: 0.00342
  die_w_um: 80
  chipHeight_um: 80
  die_area_mm2: 0.00640
  initCoreUtil_pct: 10.8
job:
  max_cap_viol_count: 0
  log.warning_count: 34
power_and_ir_drop:
  p_leak_nw: 0.510
  p_per_area_mw_per_mm2: 227
  ir_worst_vdd_uv: 82.9
min_path:
  worstHoldPathCells: 5
  hp-class: "in -> out"
clock_network:
  hold_buffers: 0
==> through the flow <==
| step | hold slack, ns | power (mW) |
|---|---|---|
| after floorplan | 0.718 | 0.0766 |
| after CTS | 1.17 | 0.213 |
| final | 1.16 | 0.222 |
| after global placement | 1.61 | 0.231 |
| after global routing | 1.20 | 0.242 |
| after detailed placement | 1.61 | 0.230 |
==> worst min-delay path: stages <==
cell and delay, ns:
dlymetal6s2s_1 0.08, mux2i_1 0.06, o22ai_1 0.14, o22a_1 0.15
buf_2 0.09
==> cell type report <==
class | instances | area [µm²] | share of cell area, %
Timing Repair Buffer | 56 | 531 | 54.3
Inverter | 2 | 7.51 | 0.768
Tap cell | 46 | 57.6 | 5.89
Multi-Input combinational cell | 42 | 382 | 39.1
==> worst paths after layout <==
path    from      to  slack (ns)
max   sel[0]  out[3]       -0.02
min   in1[0]  out[0]        1.16
==> cell usage in the layout, fill, tap and decap left out <==
cell / n
nand2b_1: 1
a211oi_2: 1
clkdlybuf4s50_1: 9
and3_4: 2
nor2_1: 1
inv_1: 2
nor3b_2: 1
a21oi_1: 2
or2b_1: 1
mux2_4: 2
dlygate4sd2_1: 16
buf_4: 3
o32a_1: 2
nor3b_1: 2
a211oi_1: 4
nand2b_4: 1
o22ai_1: 3
mux2i_1: 10
clkdlybuf4s15_1: 1
nand2_1: 1
a22o_1: 2
o22a_1: 3
buf_2: 10
buf_8: 4
nand2_2: 1
mux2i_2: 1
dlymetal6s2s_1: 9
nor2_4: 1
buf_6: 4
==> cells in the mapped netlist (3+ instances only) <==
library cell	n	area (µm²)
mux2i_1	11	110
o22a_1	3	26.3
nor3b_1	3	22.5
o22ai_1	3	18.8
a211oi_1	5	37.5
==> cell families (layout without fill, tap and decap cells) <==
logic type      Yosys count  in the layout  synth area share, %
buf+inv                   6             58                 8.84
simple gates             12             12                 19.7
compound gates           17             17                 35.4
mux                      13             13                 36.1
==> what timing repair did <==
item / in CTS / in global routing
gates cloned: 1 / 0
resized: 76 / 18
setup endpoints to repair: 5 / 5
buffers inserted: 1 / 1
pin swaps: 17 / 10
==> routing by layer <==
metal	share of wire (%)	GRT usage (%)	up-vias	routed length, µm
met5	0	0	-	0
met4	0	0	0	0
met3	19	4.32	0	356
met2	34	6.74	41	648
met1	47	6.59	261	908
li1	-	-	300	-
==> power breakdown <==
| part | internal, mW | leakage [nW] | switching (mW) |
|---|---|---|---|
| Sequential | 0 | 0 | 0 |
| Combinational | 0.150 | 0.510 | 0.0716 |
| Clock | 0 | 0 | 0 |
Power and IR drop assume default switching activity.
